==> ./design.v <==
module dat_mem #(parameter W=8,                
                           byte_count=256)(	   
  input           clk,
                  write_en,	                
  input  [$clog2(byte_count)-1:0] raddr,    
                  waddr,	                
  input  [ W-1:0] data_in,				    
  output [ W-1:0] data_out				    
    );
logic [W-1:0] core[byte_count];	 
assign      data_out = core[raddr] ;	 
always_ff @ (posedge clk)
  if (write_en)
    core[waddr] <= data_in;
endmodule
module top_level #(parameter W=8,
                   byte_count = 256)(
  input        clk, 
               init,	            
  output logic done);	            
  logic write_en;                   
  logic[$clog2(byte_count)-1:0] raddr, waddr;
  logic[W-1:0] data_in;
  wire [W-1:0] data_out; 
  logic       p0, p8, p4, p2, p1;    
  logic		  s0, s8, s4, s2, s1; 	 
  dat_mem #(.W(W),.byte_count(byte_count)) 
    dm1(.*);		                
  logic[ 6:0] count;
  logic[ 8:0] parity;
  logic[15:0] temp, temp1, temp2, tempData;
  logic[10:0] regen;
  logic[3:0] xorVal;
  logic       temp1_enh, temp1_enl, temp2_en;
  assign parity[8] = ^temp1[10:4];
  always @(posedge clk)
    if(init) begin
      count <= 0;
      temp1 <= 'b0;
      temp2 <= 'b0;
    end
    else begin
      count                     <= count + 1;
      if(temp1_enh) temp1[15:8] <= data_out;
      if(temp1_enl) temp1[7:0] <= data_out;
      if(temp2_en) begin
			temp2		  <= temp;
		end
    end  
  always_comb begin
   s0 = temp1[0];
	s1 = temp1[1];
	s2 = temp1[2];
	s4 = temp1[4];
	s8 = temp1[8];
	regen = {temp1[15:9],temp1[7:5],temp1[3]};
	p8 = ^regen[10:4];                         
	p4 = (^regen[10:7])^(^regen[3:1]); 
	p2 = regen[10]^regen[ 9]^regen[6]^regen[5]^regen[3]^regen[2]^regen[0];
	p1 = regen[10]^regen[ 8]^regen[6]^regen[4]^regen[3]^regen[1]^regen[0];
	p0 = ^regen ^s8^s4^s2^s1;   
	temp = {1'b1, 15'b0};  
	xorVal = {s8,s4,s2,s1}^{p8,p4,p2,p1};
	tempData = temp1;
	if ({s8,s4,s2,s1} == {p8,p4,p2,p1}) begin
		if ( s0 == p0) begin
			temp = {5'b00000,regen};			 
		end else begin
			temp = {5'b01000,regen};				 
		end
	end else begin
		if ( s0 != p0) begin
			if ( xorVal == 1 || xorVal == 2|| xorVal == 4|| xorVal == 8) begin
				temp = {5'b01000,regen};			 
			end else begin
				tempData[xorVal] = !temp1[xorVal];  
				temp = {5'b01000,tempData[15:9],tempData[7:5],tempData[3]};			
			end
		end
	end
    temp1_enl        = 'b0;
    temp1_enh        = 'b0;
    temp2_en         = 'b0;
    raddr            = 'b0;
    waddr            = 'b0;
    write_en         = 'b0;
    data_in          = temp2[7:0];   
    case(count[2:0])
      1: begin                   
           raddr     = 64+2*count[6:3];
           temp1_enl = 'b1;
         end  
      2: begin                   
           raddr      = 65+2*count[6:3];
           temp1_enh = 'b1;
         end
      3: temp2_en    = 'b1;      
      4: begin                   
           write_en = 'b1;
           waddr    = 94+2*count[6:3];
           data_in  = temp2[7:0];
         end
      5: begin
           write_en = 'b1;       
           waddr    = 95+2*count[6:3];
           data_in  = temp2[15:8];
         end
    endcase
  end
  assign done = &count;
endmodule
==> ./run.sh <==
#!/bin/bash
# OpenROAD 26Q1-2900-gdf79404cd8, Yosys 0.63+post, stock flow scripts
make -C /OpenROAD-flow-scripts/flow DESIGN_CONFIG=/design/flow/config.mk WORK_HOME=/design/flow/orfs finish
==> ./config.mk <==
export PLATFORM = sky130hd
export DESIGN_NAME = top_level
export DESIGN_NICKNAME = top_level
export VERILOG_FILES = /design/flow/design.v
export SDC_FILE = /design/flow/constraint.sdc
export NUM_CORES = 4
export LEC_CHECK = 1
export CORE_AREA = 10 10 70 70
export DIE_AREA = 0 0 80 80
==> ./constraint.sdc <==
current_design top_level

set clk_period 1.6
set clk_io_pct 0.2

create_clock -name clk0 -period $clk_period [get_ports {clk}]

set non_clock_inputs [all_inputs -no_clocks]
set_input_delay [expr $clk_period * $clk_io_pct] -clock clk0 $non_clock_inputs
set_output_delay [expr $clk_period * $clk_io_pct] -clock clk0 [all_outputs]
==> flow_summary.ini <==
; physical design summary
[timing]
timing.setup.tns_ns = 0
slew_viol_final = 0
timing_hold_violations_final = 0
maxSlewHeadroom_pct = 79.4
fmaxAchievable_mhz = 685
hold-worst-slack_ns = 0.489
worst_pin_slew_ns = 0.307
timing.final.setup_violations = 0
final_min_period_over_clock_period_pct = 91.3
finalWorstPathRequiredPeriod_ns = 1.46
worst_clock_skew_ns = 0.00360
rsz0062_at_grt = no

[synth]
top_logic_kind = simple AND/OR/NAND/NOR gates
simple_gate_share_pct = 28.7
dominantRegCellSynth = sky130_fd_sc_hd__dfxtp_1
yosys.stat.chipArea_um2 = 305
synth_area_per_cell_um2 = 10.2
synthesis.yosys.warnings = 2
synth.top_cell.area_share_pct = 45.9
synth.area.mux_share_pct = 3.69
synth-adder-area-share_pct = 4.10
enable_flop_cells = 0
synth_flops = 7
syn_area_um2 = 305
ys_cells = 30
synth_area_leader_cell = sky130_fd_sc_hd__dfxtp_1
synth_top_cell_by_count = sky130_fd_sc_hd__dfxtp_1
synth.area.top_cells = sky130_fd_sc_hd__dfxtp_1 (46%), sky130_fd_sc_hd__nor2_1 (7.4%), sky130_fd_sc_hd__buf_12 (6.6%), sky130_fd_sc_hd__nand3_2 (6.6%), sky130_fd_sc_hd__xor2_1 (5.7%)
postSynthSeqShare_pct = 45.9
synth.lib_cells_used.distinct = 15
post_synth_most_frequent_cells = sky130_fd_sc_hd__dfxtp_1 (7), sky130_fd_sc_hd__nor2_1 (6)
synth-compound-area-share_pct = 2.46
syn_inst = 30
synthXorXnorAreaFrac_pct = 8.61
synth_async_sr_flop_share_pct = 0

[cells_and_area]
fillerInstances = 395
layout_top_registers = count (7)
flip_flop_count_of_the_largest_register_after_layout = 7
final_layout_size_suffix_gt1_share_pct = 41.9
max_flop_register = count
areaGrowthSynthToFinish_pct = 54.5

[routing]
detail_route.wirelength_um = 623
route.detailed.vias_per_inst = 2.69
drtIter0Drc = 4
dr_total_vias = 239
drc_errors = 0
average_detailed_routed_wire_length_per_instance_um = 7.00
1st_pass_router_iterations = 2
route.antenna.diode_count = 0
antenna_violating_nets_post_route = 0

[critical_path]
worst-path-buf-inv = 1
crit_arrival_ns = 1.14
path_class = register to output pin
crit_chain = ha_4, nand3_4, nor2_4, and2_1, clkbuf_2
sort_of_element_at_the_end_of_the_critical_path = output pin
cpPeakStageDelay_ns = 0.35
required_ns = 1.28
crit_path_max_fanout = 2
crit_path_top_delay_cell = sky130_fd_sc_hd__dfxtp_2
worst_path_dominant_cell_family = flip-flops
crit_path_start_kind = register

[power_and_ir_drop]
share_seq_of_total_power_pct = 49.0
switchingPower_mw = 0.0840
worst_ir_drop_vdd_mv = 0.678
p_leak_nw = 0.169
share_comb_of_total_power_pct = 9.9
power_per_cell_area_nw_per_um2 = 817
power.switching_fraction_pct = 21.8
cell_internal_pwr_mw = 0.301
pwr-share-clk_pct = 41.1

[die]
core_area_um2 = 3420
floorplan.core_util_pct = 8.94
horizontal_die_dimension_um = 80
ioPinCount = 3
floorplan.rows = 21
die-area_um2 = 6400
die_height_um = 80

[placed_design]
global_placement_routability_congestion = 0.708
io_buffers = 2
detailed_place_hpwl_um = 421

[clock_network]
clockRootBuffer = sky130_fd_sc_hd__clkbuf_4
clkSlewWorstSetupHoldPaths_ns = 0.05
htree_levels = 1
clock_sink_count = 7
max_buffers_root_to_sink = 2
tritoncts = yes
cts-buffers-inserted = 3
insertion_delay_ns = 0.25
cts.hold.buffers_added = 0

[run_status]
outcome = completed

[run]
cap_viol_max_count = 0
warnings = 25

[global_routing]
initial_antenna_violation_count = 0
grt.overflow.total = 0
track_usage_pct = 2.27
vias_in_the_first_global_route = 277
grt_start_max_net_pins = 10
grt_pass1_wl_mm = 1.14

[hold_path]
worstHoldPathType = register to register
## path summary, 6_finish.rpt
kind | slack (ns) | cells past startpoint | end | startpoint
setup / recovery | 0.14 | 5 | done | count[0]$_SDFF_PP0_
hold / removal | 0.49 | 2 | count[5]$_SDFF_PP0_ | count[5]$_SDFF_PP0_
setup reg to reg | 0.41 | 5 | count[6]$_SDFF_PP0_ | count[0]$_SDFF_PP0_
hold reg to reg | 0.49 | 2 | count[5]$_SDFF_PP0_ | count[5]$_SDFF_PP0_
## area by class of cell
class / instances / area, um2 / area share, %
multi-input cells: 22 / 170 / 36.1
flip-flops and latches: 7 / 143 / 30.2
repair buffers: 10 / 75.1 / 15.9
well taps: 46 / 57.6 / 12.2
clock buffers: 4 / 26.3 / 5.57
## what timing repair did
action,in CTS,in global routing
gates resized,6,3
buffers inserted,2,0
endpoints found under the setup margin,1,1
pin swaps,3,1
hold endpoints to repair,0,0
## through the flow
stage | utilization [%] | setup WS [ns] | cell area [um2] | power (mW) | std cells
2_1_floorplan | - | 0.415 | 305 | 0.206 | 30
3_3_place_gp | 11.9 | -0.0557 | 408 | 0.215 | 83
3_5_place_dp | 11.9 | -0.0788 | 408 | 0.218 | 83
4_1_cts | 13.8 | 0.0123 | 470 | 0.390 | 89
5_1_grt | 13.8 | 0.0596 | 472 | 0.412 | 89
6_report | 13.8 | 0.140 | 472 | 0.385 | 89
## per-layer routing
layer / vias up / GRT usage [%] / share of wire, %
met5: - / 0 / 0
met4: 0 / 0 / 0
met3: 0 / 1.82 / 11
met2: 6 / 4.01 / 46
met1: 107 / 2.14 / 43
li1: 126 / - / -
## cell families (layout without fill, tap and decap cells)
logic type | count (synthesis) | count (layout)
simple gates | 16 | 16
flops | 7 | 7
xor+xnor | 3 | 3
fa+ha+maj | 1 | 1
compound gates | 1 | 1
mux | 1 | 1
buf+inv | 1 | 14
## worst min-delay path, stage by stage, from the launching register on
cell and delay [ns]:
sky130_fd_sc_hd__dfxtp_1 0.32, sky130_fd_sc_hd__nand2b_1 0.07, sky130_fd_sc_hd__o21bai_1 0.06
## power by group through the flow
stage | clock network, mW | logic (mW) | registers (mW)
CTS | 0.163 | 0.0378 | 0.189
finish | 0.158 | 0.0383 | 0.189
global route | 0.179 | 0.0446 | 0.189
## layout by cell type (no fill, tap or decap), drive strengths merged
cell,netlist,final
o21bai,1,1
ha,1,1
nor2,7,7
mux2,1,1
nand3,2,2
dfxtp,7,7
xor2,2,2
nor2b,2,2
clkdlybuf4s50,0,1
and2,1,1
clkbuf,0,5
nand2b,1,1
buf,1,8
xnor2,1,1
nor4,1,1
nand2,2,2
No activity file was given, so power comes from the tool's default toggle rates.
